==> design/flow/design.v <==
module blink (
    input               CLK,     
    input               RST,     
    output  reg [3:0]   LED      
);
reg [22:0] cnt23;
always @( posedge CLK ) begin
    if ( ~RST )
        cnt23 <= 23'h0;   
    else
        cnt23 <= cnt23 + 1'h1;   
end
wire ledcnten = (cnt23==23'h7fffff);
reg [2:0] cnt3;
always @( posedge CLK ) begin
    if ( ~RST )
        cnt3 <= 3'h0;   
    else
        if ( ledcnten )
            if ( cnt3==3'd5)
                cnt3 <=3'h0;   
            else
                cnt3 <= cnt3 + 1'h1;   
end
always @* begin
    case ( cnt3 )
        3'd0:   LED = 4'b0001;   
        3'd1:   LED = 4'b0010;   
        3'd2:   LED = 4'b0100;   
        3'd3:   LED = 4'b1000;   
        3'd4:   LED = 4'b0100;   
        3'd5:   LED = 4'b0010;   
        default:LED = 4'b0000;   
    endcase
end
endmodule
==> design/flow/run.sh <==
#!/bin/bash
# OpenROAD 26Q1-2900-gdf79404cd8, Yosys 0.63+post, stock flow scripts
make -C /OpenROAD-flow-scripts/flow DESIGN_CONFIG=/design/flow/config.mk WORK_HOME=/design/flow/orfs finish
==> design/flow/config.mk <==
export PLATFORM = sky130hd
export DESIGN_NAME = blink
export DESIGN_NICKNAME = blink
export VERILOG_FILES = /design/flow/design.v
export SDC_FILE = /design/flow/constraint.sdc
export NUM_CORES = 4
export LEC_CHECK = 1
export CORE_AREA = 10 10 86 86
export DIE_AREA = 0 0 96 96
==> design/flow/constraint.sdc <==
current_design blink

set clk_period 3.2
set clk_io_pct 0.2

create_clock -name clk0 -period $clk_period [get_ports {CLK}]

set non_clock_inputs [all_inputs -no_clocks]
set_input_delay [expr $clk_period * $clk_io_pct] -clock clk0 $non_clock_inputs
set_output_delay [expr $clk_period * $clk_io_pct] -clock clk0 [all_outputs]
==> run summary <==
Main metrics from the flow reports.

The flow ran to the end, and the final reports show no timing, DRC or antenna violations. Before any placement, the netlist area is recorded as roughly 1200 sq um. The number of global-route vias before repair is between 900 and 1000. Per the CTS log, the root buffer master is sky130_fd_sc_hd__clkbuf_8.

The final core area utilization came out at 0.250. Entering global routing, the biggest net connects 23 pins. For the worst-skew pair, the clock arrives at the later sink with an insertion delay of between 200 and 300 ps. The time the final worst path needs with I/O delays and setup came out at between 2000 and 2500 ps. The least setup slack across all paths after layout is 1100 ps. The number of maximum-capacitance violations came out at 0. Across every metal layer, demand over resource in global routing totals 0.0506. Looking at the critical path, the single cell with the biggest stage delay is sky130_fd_sc_hd__dfxtp_1. The total buffers and inverters traversed by the critical path came out at 1. Per the post-route antenna check, the number of violating nets is 0. The total power divided by cell area came out at a little under 400 nW/um^2. In this run, synthesis produced a sequential element count of 26. The worst setup path is launched from a flip-flop.

The initial antenna violation count came out at 0. The report gives the cell count of the worst hold path as 1. After clock tree synthesis, the setup repair step added 0 buffers. The count of yosys warnings during synthesis came out at 1. The top-area cell type share of the netlist area came out at 0.430. The total I/O pin count is 6. The cell resize tally after clock tree synthesis is 0. The type of the setup path with the least slack is reg -> out. Grouping stages by cell kind, the critical path spends the most delay in flip-flops.

Clock tree synthesis inserted a total of 3 buffers. STA classifies the critical path endpoint as a primary output. The first-pass detailed-route iteration total is 3. The share of the synthesized netlist area taken by xor and xnor gates came out at 0.0795. The longest individual stage delay on the worst path came out at 450 ps. The start point of the worst min-delay path is cnt23[0]. After its last routability iteration, the placer logged a weighted congestion of slightly below 0.8. Among the non-sequential cells, simple AND/OR/NAND/NOR gates take the most area. The sequential area share after synthesis is 0.430. The adder and majority cell fraction of the synthesized area came out at 0.0207. By area the synthesized netlist is led by sky130_fd_sc_hd__dfxtp_1, sky130_fd_sc_hd__xnor2_1, sky130_fd_sc_hd__a21oi_1, sky130_fd_sc_hd__nor2_1, sky130_fd_sc_hd__or3_1.

The total antenna diodes in the routed design is 0. The worst flop-to-flop path endpoint is cnt23[22]. The number of hold-slack violations in the final timing report came out at 0.

The final tally of setup violations came out at 0. The post-synthesis mux area share is 0.0165. The routed layout has ~960 vias. Between clock sinks in the finished design, the worst skew comes to ~2.3 ps. The top cell types in the final layout, fill and taps aside, are sky130_fd_sc_hd__dfxtp_1, sky130_fd_sc_hd__nor2_1, sky130_fd_sc_hd__a21oi_1. The yosys stat chip area came out at about 1200 sq um.

The maximum level of the CTS H-tree came out at 1. Among logic cells in the layout, the one with the most instances is sky130_fd_sc_hd__dfxtp_1. Looking at the critical path, the highest net fanout was 8. CTS saw 26 sinks. The DRC violation total after the first TritonRoute iteration came out at 48. The routed wire length is 2150 um.

The via density per instance came out at roughly 4.4. The summed negative setup slack over all endpoints is 0 ps. The reg-to-reg setup timing slack came out at roughly 1100 ps.

The filler cell count is roughly 600. The average footprint of a synthesized cell is 8.47 sq um. The final routed wire length divided by cell count came out at about 10 um. The synthesized-area fraction occupied by ao, oa, aoi and oai cells came out at 0.118. The synthesized-area fraction occupied by and/or/nand/nor cells came out at 0.310. Looking at the worst setup and hold paths, the clock pins of their registers show a slew of roughly 80 ps. The sum of net half-perimeters after detailed placement is roughly 1500 um. The floorplan core density came out at 0.219. TritonCTS built the clock tree. The hold-fix buffer count after cts came out at 0. The launch point of the worst register-to-register path is recorded as cnt23[0]. Looking at the clock tree report, the maximum root-to-sink buffer count equals 2. The total cells reported by yosys after synthesis is ~140.

The maximum resistive drop on vdd is 0.161 mV. The final timing summary puts the cycle share of the worst path at 0.656. Between the synthesized netlist and the finished layout, the area growth was recorded as 14.5%. In this run the full chip footprint comes out at 9220 sq um. The post-route DRC violation count is 0.

From left edge to right edge, the die measures about 96 um. The number of distinct library cells after synthesis came out at 31. The timing startpoint of the critical path is cnt3[0]. The count of buffers from port buffering came out at 5. The final timing report lists a max-slew violation count of 0. The share of cells above drive strength 1 came out at 0.0408.

The slew check shows that the tightest pin keeps a relative margin of 0.546. The leakage power came out at 0.404 nW. Counting every instance in the synthesized netlist gives roughly 140. The placement-stage worst setup slack is around 1100 ps.

The die span in y is approximately 96 um. The data arrival time reported for the critical path is between 1000 and 1500 ps. The tool warning count for the run is 25.

Traced cell by cell, the critical path runs through and2_1, ha_1, clkdlybuf4s50_1. For the worst flop-to-flop path, the logic depth is 5. Setup repair after global routing left no endpoint under its margin. The first global-routing pass estimated a little under 4000 um of wire. The pin closest to its max-slew limit shows a slew of around 680 ps. The worst hold endpoint is cnt23[0]. The required time of the critical path is approximately 2600 ps. According to the hold report, the worst path is of the reg -> reg type. The number of rows created at floorplan came out at 27.

The core region is 5540 sq um. The highest achievable clock rate came out at 0.476 GHz. The cell type with the largest total area is sky130_fd_sc_hd__dfxtp_1.

The sum of overflow across all layers after global routing came out at 0.
==> worst max path at each step <==
stage | end | slack, ps | cells past startpoint
6_report | LED[3] | 1100 | 3
5_1_grt | cnt23[22] | 900 | 5
4_1_cts | LED[3] | 1070 | 3
==> worst register-to-register path, cell delays in order (launching register included) <==
cell,delay [ps]
sky130_fd_sc_hd__dfxtp_1,380
sky130_fd_sc_hd__ha_1,240
sky130_fd_sc_hd__nand4_2,190
sky130_fd_sc_hd__or3_1,540
sky130_fd_sc_hd__or4_1,530
sky130_fd_sc_hd__a21oi_1,150
==> logic make-up after synthesis <==
family | Yosys count
AND-OR/OR-AND | 25
XOR/XNOR | 11
adder cells (fa/ha/maj) | 2
buffers and inverters | 8
flip-flops | 26
multiplexers | 2
AND/OR/NAND/NOR | 69
==> state kept, by name, indices dropped and copies added (netlist names) <==
signal	count
cnt3	3
cnt23	23
==> Yosys cell counts, drive strengths merged <==
master / n
and2: 2
nand4b: 1
inv: 3
dfxtp: 26
nor3: 4
ha: 2
mux2i: 2
and3: 1
nand2b: 1
nor4: 3
nor2: 14
o31ai: 3
nand3: 9
nand2: 11
clkbuf: 4
o311a: 1
nand4: 7
or4: 5
a21oi: 12
or3: 8
nor2b: 1
buf: 1
xnor2: 8
a41o: 1
xor2: 3
o21ai: 8
and4: 1
or2: 1
==> metrics by stage <==
| stage | instances | cell area (sq um) | hold slack, ps | power, mW |
|---|---|---|---|---|
| floorplan | 143 | 1210 | 430 | 0.345 |
| global placement | 215 | 1330 | 444 | 0.350 |
| detailed placement | 215 | 1330 | 450 | 0.350 |
| CTS | 219 | 1390 | 472 | 0.562 |
| global route | 219 | 1390 | 527 | 0.577 |
| finish | 219 | 1390 | 465 | 0.551 |
==> power breakdown <==
group          internal (mW)  leakage, nW  switching [mW]
combinational        0.00427        0.165         0.00771
clock                  0.110       0.0288          0.0994
sequential             0.326        0.210         0.00361
==> metal layers <==
layer,GRT usage,share of wire
met1,0.0714,0.53
met2,0.0774,0.40
met3,0.0126,0.045
met4,0.00983,0.018
met5,0,0
==> cell type report <==
type                       instances  area (sq um)  share of cell area
clock buffer                       4          55.1              0.0397
inverter                           3          11.3             0.00812
multi-input combinational        109           659               0.476
sequential                        26           520               0.375
tap                               72          90.1              0.0650
timing repair buffer               5          50.0              0.0361
No activity file was given, so power comes from the tool's default toggle rates.
