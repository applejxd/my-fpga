File: flow/design.v
module cpu(
  input  logic clk,       
  input  logic n_reset,   
  output logic led        
);
  logic a, next_a;
  always_ff @(posedge clk) begin
    if (~n_reset) a <= 1'b0;   
    else          a <= next_a;  
  end
  assign led = a;
  always_comb begin
    next_a = ~a;   
  end
endmodule
module prescaler #(parameter RATIO = 2) (
  input  logic quick_clock,   
  output logic slow_clock     
);
  logic [31:0] counter, next_counter;
  logic inv;
  assign inv = (counter == (RATIO/2 - 1));
  assign next_counter = inv ? 32'd0 : counter + 32'd1;
  always_ff @(posedge quick_clock) counter <= next_counter;
  logic next_slow_clock;
  assign next_slow_clock = inv ? ~slow_clock : slow_clock;
  always_ff @(posedge quick_clock) slow_clock <= next_slow_clock;
endmodule
module top(
  input  logic pin_clock,     
  input  logic pin_n_reset,   
  output logic pin_led        
);
  logic clk;
  prescaler #(.RATIO(100_000_000)) prescaler(
    .quick_clock(pin_clock),   
    .slow_clock(clk)           
  );
  cpu cpu(
    .clk(clk),                  
    .n_reset(pin_n_reset),      
    .led(pin_led)               
  );
endmodule
File: flow/run.sh
#!/bin/bash
# OpenROAD 26Q1-2900-gdf79404cd8, Yosys 0.63+post, stock flow scripts
make -C /OpenROAD-flow-scripts/flow DESIGN_CONFIG=/design/flow/config.mk WORK_HOME=/design/flow/orfs finish
File: flow/config.mk
export PLATFORM = sky130hd
export DESIGN_NAME = top
export DESIGN_NICKNAME = top
export VERILOG_FILES = /design/flow/design.v
export SDC_FILE = /design/flow/constraint.sdc
export NUM_CORES = 4
export LEC_CHECK = 1
export CORE_AREA = 10 10 97 97
export DIE_AREA = 0 0 107 107
File: flow/constraint.sdc
current_design top

set clk_period 3.8
set clk_io_pct 0.2

create_clock -name clk0 -period $clk_period [get_ports {pin_clock}]

set non_clock_inputs [all_inputs -no_clocks]
set_input_delay [expr $clk_period * $clk_io_pct] -clock clk0 $non_clock_inputs
set_output_delay [expr $clk_period * $clk_io_pct] -clock clk0 [all_outputs]
==> Changelog: implementation <==
## Flow update

* Status: complete, no violations
* Routed Antenna Nets at 0
* Cell count in the Yosys report at 170
* Routed WL per cell at 11.2 microns
* Final Hold Vio Count at 0
* Number of unconstrained endpoints at 2
* Worst Tran Pin Value at 494 ps
* Synth unique cells at 31
* YS chip area at 1560 sq um
* Worst skew pair latency at 280 ps
* Num ports at 3
* Unrepaired setup endpoints after global routing: no
* Simple share at 31.8%
* Routed vias at 1,208
* Via/cell ratio at 4.44
* Final GP Congestion at 0.823
* Pwr Density at 348 nW/um^2
* Crit. End Element: register
* Register area share after synthesis at 44.3%
* Die width at 107 microns
* CTS clock-pin slew for the worst setup and hold paths at 70 ps
* Filler Cell Count at 809
* Synthesized cell area at 1560 sq um
* Number of global-route vias before repair at 1,112
* Fmax achieved at 521 MHz
* Syn. warnings at 2
* Post-Synthesis Cells at 170
* Final period utilization at 50.6%
* First-pass GRT wire length at 5.11 mm
* Final Critical Period at 1920 ps
* Post-synth mux share at 0%
* Pre-Place Util at 21.4%
* Dominant comb cell: simple AND/OR/NAND/NOR gates
* Syn_area_per_cell at 9.18 sq um
* Post-CTS sizing at 0
* 1st-iter DRT viols at 74
* Critical path peak fanout at 13
* Port Buffers at 2
* CTS tree: yes
* Fraction of layout cells with a size suffix above 1 at 5.78%
* Adders+Majority by Area at 0.802%
* Worst endpoint required time at 3790 ps
* Largest net degree at the start of global routing at 15
* Aoi share at 9.30%
* Maximum vdd drop at 174 uV
* Critical path class: register to register
* All-Layer GR Usage at 5.21%
* Antenna diodes at 0
* Std cell rows at 31
* Yosys reg bits at 34
* Core outline area at 7290 sq um
* Hold slack at 472 ps
* Worst Path Arrival at 1910 ps
* Worst slew margin at 67.0%
* H-tree depth at 2
* Fin Setup TNS at 0 ps
* XOR/XNOR Area Share at 10.7%
* Final wirelength at 3.04 mm
* Clock buffer depth at 2
* Startpoint Class: register
* Static leakage at 0.662 nW
* CTS hold repair buffers at 0
* Final core occ at 24.2%
* Max Cap Viol at 0
* Setup-failing EPs final at 0
* Clk_skew at 8.72 ps
* Gr ovfl total at 0
* HPWL after DPL at 2.12 mm
* Total chip power at 615 uW
* Fin. max-slew vios at 0
* Die height at 107 microns
* 1st-pass router iterations at 4
* Initial antenna violation count at 0
* DRC viols at 0
* Register pins left without a clock at 1
* Total CTS buffers at 5
* Worst min path class: register to register
* P&R area growth vs syn at 13.1%
* Total die size at 11,400 sq um
* Clk root buf: clkbuf_8
* Post-CTS Setup Repair Bufs at 0
* Tool Warnings at 25
## final timing paths
kind                         start                    to  slack (ps)  cells past startpoint
max reg2reg  prescaler.counter[11]  prescaler.slow_clock        1880                      4
max          prescaler.counter[11]  prescaler.slow_clock        1880                      4
min           prescaler.counter[0]  prescaler.counter[0]         470                      1
min reg2reg   prescaler.counter[0]  prescaler.counter[0]         470                      1
## critical path, stage by stage (launching register included)
cell and delay [ps]:
dfxtp_1 440, nor4b_1 370, nand4_1 270, nor4_2 320, buf_4 230
## cell usage after synthesis (all sizes together)
library cell | instances | area share, %
a211o | 3 | 1.7
a21oi | 7 | 2.2
a31o | 1 | 0.56
and2 | 2 | 0.80
and3 | 2 | 0.80
and4 | 6 | 3.4
buf | 4 | 1.4
clkbuf | 4 | 0.96
dfxtp | 33 | 42
edfxtp | 1 | 1.9
ha | 1 | 0.80
inv | 3 | 0.72
nand2 | 9 | 2.2
nand3 | 12 | 3.8
nand4 | 16 | 7.4
nor2 | 8 | 1.9
nor2b | 2 | 0.80
nor3 | 7 | 2.2
nor4 | 5 | 2.4
nor4b | 1 | 0.56
nor4bb | 1 | 0.64
o21ai | 9 | 2.9
o311a | 3 | 1.9
or3 | 8 | 3.2
or4 | 3 | 1.7
xnor2 | 11 | 6.2
xor2 | 8 | 4.5
## layout by cell type (no fill, tap or decap), drive strengths merged, types with 3 or more instances in the layout
master and instances:
a21oi 7, or4 3, xor2 8, nand2 9, nor3 7, a211o 3, dfxtp 33, nand4 16
clkbuf 8, nor2 8, inv 3, o21ai 9, o311a 3, or3 8, nor4 5, xnor2 11
nand3 12, and4 6
## kinds of logic after synthesis
| group | count (synthesis) |
|---|---|
| AND-OR/OR-AND | 23 |
| XOR/XNOR | 19 |
| adder cells (fa/ha/maj) | 1 |
| buffers and inverters | 11 |
| flip-flops | 34 |
| AND/OR/NAND/NOR | 82 |
## stage by stage
stage,cell area [sq um],setup slack [ps],cells
floorplan,1560,1980,170
global placement,1670,1850,264
detailed placement,1670,1900,264
CTS,1760,1890,272
global route,1760,1750,272
finish,1760,1880,272
## per-layer routing
layer  vias up  part of all wire (%)  GRT usage (%)  routed length [microns]
li1        640                     -              -                        -
met1       543                    49           7.28                     1500
met2        20                    43           7.86                     1310
met3         5                   5.7           1.64                      172
met4         0                   1.6          0.870                       49
met5         -                     0              0                        0
## area by class of cell
type	count	area (sq um)	share of cell area (%)
clock buffer	8	90.1	5.11
inverter	3	11.3	0.638
multi-input combinational	125	821	46.5
sequential	34	691	39.1
tap	99	124	7.02
timing repair buffer	3	27.5	1.56
## power breakdown
group | internal [mW] | switching (mW)
combinational | 0.00109 | 0.000171
clock | 0.148 | 0.118
sequential | 0.347 | 0
## flip-flops by register name (all words and copies together) (netlist names)
register and flops:
cpu.a 1, prescaler.counter 32, prescaler.slow_clock 1
Power and IR drop assume default switching activity.
